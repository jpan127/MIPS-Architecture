`flow/run.sh`:
```
#!/bin/bash
# OpenROAD 26Q1-2900-gdf79404cd8, Yosys 0.63+post, stock flow scripts
make -C /OpenROAD-flow-scripts/flow DESIGN_CONFIG=/design/flow/config.mk WORK_HOME=/design/flow/orfs finish
```
`flow/config.mk`:
```
export PLATFORM = sky130hd
export DESIGN_NAME = fact_reg
export DESIGN_NICKNAME = fact_reg
export VERILOG_FILES = /design/flow/design.v
export SDC_FILE = /design/flow/constraint.sdc
export NUM_CORES = 4
export LEC_CHECK = 1
export CORE_AREA = 10 10 109 109
export DIE_AREA = 0 0 119 119
```
`flow/design.v`:
```
`timescale 1ns / 1ps
module fact_top
(
    input wire Clk, Rst, 
    input  wire [1:0] A,
    input  wire WE,
    input  wire [3:0] WD, 
    output wire [31:0] RD
);
    wire WE1,WE2;
    wire [1:0] RdSel;
    wire GO;
    wire [3:0] n;
    wire Go;
    wire Gopulse;
    wire GoPulseCmb;
    wire [31:0] nf;
    wire Done,Err;
    wire [2:0] CS;
    reg ResDone;
    reg ResErr;
    wire [31:0] Result;
    fact_ad       address_decoder(A, WE, WE1, WE2, GO, RdSel);
    d_en_reg #(4) REG1
    (
        .clock (Clk), 
        .reset (Rst), 
        .enable(WE1), 
        .d     (WD), 
        .q     (n) 
    );
    d_en_reg #(4) REG2
    (
        .clock (Clk), 
        .reset (Rst), 
        .enable(WE2), 
        .d     (GO), 
        .q     (Go) 
    );
    d_reg #(4) REG3
    (
        .clock (Clk), 
        .reset (Rst), 
        .d     (GoPulseCmb), 
        .q     (Gopulse) 
    );
    assign GoPulseCmb = GO & WE2;
    always @(Clk) begin 
        if (Done)                  ResDone = 1;
        else if (GoPulseCmb | Rst) ResDone = 0;
    end
    always @(Clk) begin 
        if (Err)                   ResErr = 1;
        else if (GoPulseCmb | Rst) ResErr = 0;
    end    
    Factorio      factorial_accelerator(Gopulse, Clk, Rst, n, nf, Done, Err, CS);
    fact_reg      result_reg(Clk, Rst, nf, Done, Result);
    mux4 #(32) MUX_OUTPUT
    (
        .a  ({28'b0, n}),                
        .b  ({31'b0, Go}),               
        .c  ({30'b0, ResErr, ResDone}),  
        .d  (Result),                    
        .sel(RdSel),
        .y  (RD)
    );
endmodule
module Factorio(
    input  Go,clk, reset,
    input  [3:0] N,
    output [31:0] Out,
    output Done,Error,
    output [2:0] CS);
    wire sel1, sel2, reg_load, cnt_load, cnt_en, GT_flag;
    wire Err_flag;
    Factorio_DP DP(.N(N),.OUT(Out), .clk(clk), .reset(reset),
                  .sel1(sel1), .sel2(sel2), 
                  .reg_load(reg_load), 
                  .cnt_load(cnt_load), .cnt_en(cnt_en),
                  .GT_flag(GT_flag),.Err(Err_flag));
    Factorio_CU CU(.Go(Go),.Err_flag(Err_flag), .GT_flag(GT_flag), .CLK(clk), .RST(reset),
                  .sel1(sel1), .sel2(sel2), 
                  .reg_load(reg_load), 
                  .cnt_load(cnt_load), .cnt_en(cnt_en),
                  .Done(Done),.Error(Error),.CS(CS) );
endmodule
module Factorio_DP (
    input clk, reset, sel1, sel2, reg_load, cnt_load, cnt_en,
    input [3:0] N, 
    output [31:0] OUT,
    output GT_flag,
    output Err
    );
    wire [31:0] Mul_out, Mux1_out, Reg_out;
    wire [3:0] cnt_out;
    mux2 A1 (.sel(sel1), .a(Mul_out), .b(1), .y(Mux1_out)); 
    mux2 A2 (.sel(sel2), .a(Reg_out), .b(0), .y(OUT)); 
    d_en_reg B1 (.clock(clk),.reset(reset),.enable(reg_load),.d(Mux1_out),.q(Reg_out));
    assign Mul_out = Reg_out * cnt_out;
    CNT D1 (.LD(cnt_load), .EN(cnt_en), .RST(1'b0), .CLK(clk), .D(N), .Q(cnt_out));
    assign GT_flag = (cnt_out > 1);
    assign Err = (N > 4'b1100);
endmodule
module CNT (
    input [3:0] D, 
    input LD, EN, CLK, RST, 
    output reg [3:0] Q);  
    always @ (posedge CLK, negedge RST) 
       begin 
       if (RST) Q = 4'b0; 
       else 
           begin 
               if (LD && !EN ) Q = D; 
               else if (LD && EN) Q = Q - 4'b0001;  
               else Q = Q ; 
           end  
    end  
endmodule 
module Factorio_CU(
    input Go, GT_flag,Err_flag, CLK, RST,
    output reg sel1, sel2, reg_load, cnt_load, cnt_en,
    output reg Done,Error,
    output reg [2:0] CS
    );
    parameter Idle = 4'b000;
    parameter Load = 4'b001;
    parameter Wait = 4'b010;
    parameter Mul  = 4'b011;
    parameter Sub  = 4'b100;
    parameter Out  = 4'b101;
    parameter Err  = 4'b110;
    parameter
          S0 = 5'b1_1_0_0_0,
          S1 = 5'b1_1_1_1_0,
          S2 = 5'b1_1_1_1_0, 
          S3 = 5'b0_1_0_0_0,
          S4 = 5'b0_1_1_1_1,
          S5 = 5'b0_0_0_0_0,
          S6 = 5'b0_0_0_0_0; 
    reg [4:0] ctrl;
    reg [2:0] NS = Idle;     
    always@ (posedge CLK,posedge RST) 
    begin
       if(RST==1)CS <= Idle;
       else CS <= NS;    
    end  
    always@ (ctrl) {sel1,sel2,reg_load,cnt_load,cnt_en} = ctrl;
    always@ (Go,CS,GT_flag) begin 
        ctrl  = 0;
        NS    = 0;
        Done  = 0;
        Error = 0;
        case(CS)
            Idle: begin          
                Done  = 0;
                Error = 0;   
                if(Go) begin ctrl = S0; NS = Load; end
                else   begin ctrl = S0; NS = Idle; end
            end
            Load: begin
                Done  = 0;
                Error = 0;   
                ctrl  = S1; NS = Wait; 
            end
            Wait: begin
                Done  = 0;
                Error = 0;   
                if(GT_flag)  begin ctrl = S2;  NS = Err; end
                else         begin ctrl = S2;  NS = Out; end
            end         
            Mul: begin
                Done  = 0;
                Error = 0;   
                ctrl  = S3; NS = Sub; 
            end
            Sub: begin
                Done  = 0;
                Error = 0;   
               if(GT_flag)  begin ctrl = S4; NS = Mul; end
               else         begin ctrl = S4; NS = Out; end  
            end
            Out: begin
               Done = 1; 
               ctrl = S5; NS = Idle;
            end
            Err: begin
                Done = 0;
                if(Err_flag) begin Error = 1; ctrl = S6; NS = Out; end 
                else         begin Error = 0; ctrl = S6; NS = Mul; end
            end
        endcase
    end
endmodule
module fact_ad
( 
    input  wire [1:0] A,
    input  wire WE,
    output reg WE1, 
    output reg WE2,
    output reg GO, 
    output wire [1:0] RdSel 
); 
    always@* begin 
        case(A)      
            2'b00:   begin WE1 = WE;   WE2 = 1'b0; GO = 1'b0; end  
            2'b01:   begin WE1 = 1'b0; WE2 = WE;   GO = 1'b1; end  
            2'b10:   begin WE1 = 1'b0; WE2 = 1'b0; GO = 1'b0; end
            2'b11:   begin WE1 = 1'b0; WE2 = 1'b0; GO = 1'b0; end
            default: begin WE1 = 1'bx; WE2 = 1'bx; GO = 1'bx; end
        endcase
    end
    assign RdSel = A; 
endmodule
module fact_reg #(parameter w = 32) 
(   
    input wire Clk, Rst, 
    input wire [w - 1 : 0] D, 
    input wire Load_Reg, 
    output reg[w - 1 : 0] Q
);
    always@ (posedge Clk, posedge Rst) 
    begin
        if (Rst)            Q <= 0;
        else if(Load_Reg)   Q <= D;
        else                Q <= Q;
    end
endmodule
```
`flow/constraint.sdc`:
```
current_design fact_reg

set clk_period 1.1
set clk_io_pct 0.2

create_clock -name clk0 -period $clk_period [get_ports {Clk}]

set non_clock_inputs [all_inputs -no_clocks]
set_input_delay [expr $clk_period * $clk_io_pct] -clock clk0 $non_clock_inputs
set_output_delay [expr $clk_period * $clk_io_pct] -clock clk0 [all_outputs]
```
==> results.json <==
{
  "outcome": "finished, final reports clean",
  "synthTopLogicFamily": "multiplexers",
  "drc": 0,
  "synth.distinct_cells": 6,
  "numCtsBuffers": 5,
  "final_layout_size_suffix_gt1_share_pct": 47.2,
  "p_sw_mw": 0.648,
  "die_h_microns": 119,
  "slew-limit-headroom_pct": 87.7,
  "htreeDepth": 2,
  "fin_skew_ns": 0,
  "dr.pass1.iters": 4,
  "stdcell_count": 294,
  "finalHoldViolCount": 0,
  "synthToLayoutAreaGrowth_pct": 71.8,
  "p_leak_nw": 1.07,
  "cp.required_ns": 0.88,
  "viasPerCell": 3.08,
  "cts_buffer_depth": 2,
  "dpl.cell_count": 267,
  "yosys_warnings": 1,
  "critPathLaunchType": "register",
  "period_used_pct": 96.3,
  "cp_top_family": "flip-flops",
  "die_area_sq_um": 14200,
  "ys_seq_elements": 32,
  "drt_iter0_markers": 27,
  "grt_pass1_wl_mm": 5.67,
  "cts.sinks": 32,
  "worst_path_max_delay_cell": "dfrtp_1",
  "synthSimpleGateAreaFrac_pct": 0,
  "ys_seq_share_pct": 59.4,
  "cp_num_buf_inv": 1,
  "ys_area_sq_um": 1350,
  "post_drt_wl_per_cell_microns": 12.2,
  "track_usage_pct": 4.94,
  "clkTransAtPathRegs_ns": 0.07,
  "routed_wl_mm": 3.58,
  "crit_path_max_fanout": 2,
  "dpl.hpwl_mm": 2.56,
  "path_class": "reg -> out",
  "grt_max_degree": 33,
  "cp_slowest_stage_delay_ns": 0.38,
  "tool_warnings": 25,
  "setup_tns_ns": 0,
  "reg.largest.list": "Q (32)",
  "grt_pass1_vias": 954,
  "top_register": "Q",
  "mux_area_share_pct": 35.1,
  "pwr-share-comb_pct": 21.4,
  "setup_viol": 0,
  "ys_sh_xor_pct": 0,
  "rows": 36,
  "ir_worst_vdd_v": 0.000422,
  "power_frac_seq_pct": 46.1,
  "clockPowerShare_pct": 32.4,
  "antenna_found_initial": 0,
  "cts_root_buf": "clkbuf_8",
  "adder_share_pct": 0,
  "clkLatencyLatePin_ns": 0.27,
  "ys_sh_aoi_pct": 0,
  "overflow": 0,
  "worstMarginPinSlew_ns": 0.184,
  "ys_cells": 69,
  "gp_congestion": 0.686,
  "swShare_pct": 22.1,
  "min_period_ns": 1.06,
  "slew_viol_final": 0,
  "hp-class": "in -> async",
  "fmax_ghz": 0.944,
  "p_per_area_nw_per_um2": 1270,
  "initCoreUtil_pct": 14.0,
  "largest_register_ffs": 32,
  "cts_hold_buf": 0,
  "n_antenna_cell": 0,
  "die_w_microns": 119,
  "port_buffers": 66,
  "cap_violations": 0,
  "critical_path_arrival_ns": 0.84,
  "design.core.area_sq_um": 9640,
  "synth_cells": 69,
  "antenna_left": 0,
  "synth_area_sq_um": 1350,
  "end_kind": "output port",
  "ios": 67,
  "p_int_mw": 2.28,
  "crit_chain": "clkdlybuf4s15_1",
  "vias": 906,
  "synth_area_per_cell_sq_um": 19.5,
  "tritoncts": "built"
}
[cells by family (layout without fill, tap and decap cells)]
logic type,count (synthesis),count (layout)
mux,32,32
buf+inv,5,97
flops,32,32
[timing repair]
| item | in CTS | in global routing |
|---|---|---|
| gates cloned | 0 | 0 |
| gates resized | 68 | 13 |
| buffers inserted | 10 | 9 |
| endpoints found under the setup margin | 32 | 17 |
[path summary, 6_finish.rpt]
kind | startpoint | to | slack [ns] | cells past startpoint
worst max-delay path | Q[10]$_DFFE_PP0P_ | Q[10] | 0.04 | 1
worst min register to register | Q[24]$_DFFE_PP0P_ | Q[24]$_DFFE_PP0P_ | 0.51 | 1
worst min-delay path | Rst | Q[17]$_DFFE_PP0P_ | 0.29 | 3
max in group asynchronous | Rst | Q[0]$_DFFE_PP0P_ | 0.64 | 3
min in group clk0 | Load_Reg | Q[22]$_DFFE_PP0P_ | 0.44 | 3
worst max register to register | Q[23]$_DFFE_PP0P_ | Q[23]$_DFFE_PP0P_ | 0.10 | 3
[synth_stat cells, drive strengths merged]
| library cell | instances | area [sq um] |
|---|---|---|
| mux2 | 32 | 473 |
| dfrtp | 32 | 801 |
| inv | 1 | 3.75 |
| buf | 4 | 71.3 |
[power by group through the flow]
stage	clock network [mW]	registers, mW	logic [mW]
CTS	1.02	1.35	0.624
global route	1.06	1.37	0.681
finish	0.951	1.35	0.628
[cells in the final DEF, fill, tap and decap left out]
cell type	instances
clkbuf_2	13
clkbuf_1	2
mux2_4	30
buf_12	3
clkdlybuf4s50_1	33
buf_2	3
buf_4	19
mux2_2	2
clkdlybuf4s15_1	17
clkbuf_8	6
dfrtp_1	32
inv_1	1
[area by class of cell]
cell class,instances,area (sq um)
fill,1036,7320
timing repair buffer,88,783
tap,133,166
multi-input combinational,32,473
inverter,1,3.75
clock buffer,8,90.1
sequential,32,801
[metal layers]
metal / up-vias / wire, microns / GRT usage (%)
met2: 37 / 1660 / 7.40
met3: 2 / 298 / 2.16
li1: 419 / - / -
met1: 448 / 1600 / 6.72
met4: 0 / 19 / 0.534
met5: - / 0 / 0
[metrics by stage]
step / instance area (sq um) / hold slack (ns) / util (%) / power [mW] / setup WS (ns)
2_1_floorplan: 1350 / 0.336 / - / 1.60 / 0.189
3_3_place_gp: 2160 / 0.491 / 22.4 / 2.00 / 0.0222
3_5_place_dp: 2160 / 0.491 / 22.4 / 2.00 / 0.0203
4_1_cts: 2310 / 0.284 / 24.0 / 2.99 / 0.0104
5_1_grt: 2320 / 0.298 / 24.0 / 3.11 / -0.00712
6_report: 2320 / 0.286 / 24.0 / 2.93 / 0.0409
Power figures rest on the tool's default switching activity, not on a simulated workload.
